### /design/flow/config.mk
export PLATFORM = sky130hd
export DESIGN_NAME = Main
export DESIGN_NICKNAME = Main
export VERILOG_FILES = /design/flow/design.v
export SDC_FILE = /design/flow/constraint.sdc
export NUM_CORES = 4
export LEC_CHECK = 1
export CORE_UTILIZATION = 30
### /design/flow/constraint.sdc
current_design Main

set clk_period 2.9
set clk_io_pct 0.2

create_clock -name clk0 -period $clk_period [get_ports {clk}]

set non_clock_inputs [all_inputs -no_clocks]
set_input_delay [expr $clk_period * $clk_io_pct] -clock clk0 $non_clock_inputs
set_output_delay [expr $clk_period * $clk_io_pct] -clock clk0 [all_outputs]
### /design/flow/design.v
`timescale 1ns / 1ps
module Main(
         clk,                 
         rst_n,               
         sel_n,               
			LED,					
         dac_clk1,
         dac_clk2,
         dac_wrt1,
         dac_wrt2,
         dac_c1,
         dac_c2
    );
input clk,rst_n;
input [3:0] sel_n;
output reg [3:0] LED;
output dac_clk1,dac_clk2,dac_wrt1,dac_wrt2;
output reg [9:0] dac_c1,dac_c2;
reg [4:0] address  = 5'b0;
reg [9:0] halfsine [0:31];
reg [9:0] sine [0:31];
reg [9:0] fsine [0:31];
assign dac_wrt1 =  clk;
assign dac_wrt2 =  clk;
assign dac_clk1 =  clk;
assign dac_clk2 =  clk;
initial begin
    halfsine[0] = 0;
	 halfsine[1] = 64;
    halfsine[2] = 128;
	 halfsine[3] = 188;
    halfsine[4] = 248;
	 halfsine[5] = 304;
    halfsine[6] = 360;
	 halfsine[7] = 412;
    halfsine[8] = 464;
	 halfsine[9] = 500;
    halfsine[10] = 536;
	 halfsine[11] = 564;
    halfsine[12] = 592;
	 halfsine[13] = 604;
    halfsine[14] = 616;
	 halfsine[15] = 624;
	 halfsine[16] = 632;
	 halfsine[17] = 624;
    halfsine[18] = 616;
	 halfsine[19] = 604;
    halfsine[20] = 592;
	 halfsine[21] = 564;
    halfsine[22] = 536;
	 halfsine[23] = 500;
    halfsine[24] = 464;
	 halfsine[25] = 412;
    halfsine[26] = 360;
	 halfsine[27] = 304;
    halfsine[28] = 248;
	 halfsine[29] = 188;
    halfsine[30] = 128;
	 halfsine[31] = 64;
	 sine[0] = 0;
    sine[1] = 64;
    sine[2] = 128;
    sine[3] = 192;
    sine[4] = 256;
    sine[5] = 320;
    sine[6] = 384;
    sine[7] = 448;
	 sine[8] = 512;
    sine[9] = 576;
    sine[10] = 640;
    sine[11] = 704;
    sine[12] = 768;
    sine[13] = 832;
    sine[14] = 896;
    sine[15] = 960;
	 sine[16] = 1023;
    sine[17] = 960;
    sine[18] = 896;
    sine[19] = 832;
    sine[20] = 768;
    sine[21] = 704;
    sine[22] = 640;
    sine[23] = 576;
	 sine[24] = 512;
    sine[25] = 448;
    sine[26] = 384;
    sine[27] = 320;
    sine[28] = 256;
    sine[29] = 192;
    sine[30] = 128;
    sine[31] = 64;
	 fsine[0] = 474;
    fsine[1] = 570;
    fsine[2] = 660;
    fsine[3] = 744;
    fsine[4] = 822;
    fsine[5] = 876;
    fsine[6] = 918;
    fsine[7] = 936;
	 fsine[8] = 948;
    fsine[9] = 936;
    fsine[10] = 918;
    fsine[11] = 876;
    fsine[12] = 822;
    fsine[13] = 744;
    fsine[14] = 660;
    fsine[15] = 570;
	 fsine[16] = 474;
    fsine[17] = 378;
    fsine[18] = 288;
    fsine[19] = 204;
    fsine[20] = 126;
    fsine[21] = 72;
    fsine[22] = 30;
    fsine[23] = 12;
	 fsine[24] = 0;
    fsine[25] = 12;
    fsine[26] = 30;
    fsine[27] = 72;
    fsine[28] = 126;
    fsine[29] = 204;
    fsine[30] = 288;
    fsine[31] = 378;
end 
always@(negedge clk or negedge rst_n)
begin
	if(rst_n == 1'b0)
	begin
		address   <= 4'b0;
      dac_c1    <= 10'b0;
      dac_c2    <= 10'b0; 
	end
	else
	begin 
		case(sel_n)
			4'b1110: begin
				dac_c1<=halfsine[address];
				dac_c2<=halfsine[address];
				address <= address+1;
				LED <= 4'b1110;
				end
			4'b1101: begin
				dac_c1<=sine[address];
				dac_c2<=sine[address];
				address <= address+1;
				LED <= 4'b1101;
				end
			4'b1011: begin
				dac_c1<=halfsine[address];
				dac_c2<=halfsine[address];
				address <= address+1;
				LED <= 4'b1011;
				end
			default: begin
				dac_c1<=fsine[address];
				dac_c2<=fsine[address];
				address <= address+1;
				LED <= 4'b0111;
				end
		endcase
	end
end
endmodule
### /design/flow/run.sh
#!/bin/bash
# OpenROAD 26Q1-2900-gdf79404cd8, Yosys 0.63+post, stock flow scripts
make -C /OpenROAD-flow-scripts/flow DESIGN_CONFIG=/design/flow/config.mk WORK_HOME=/design/flow/orfs finish
==> git commit body <==
Update PnR metrics after Yosys + OpenROAD run

- The critical path is of the register to output pin type.
* Post-synthesis share of cell area spent on full adders, half adders and majority gates: ~9.7%
- The synthesized netlist occupies a cell area of approximately 1800 sq um.
- In the routed layout, each cell is associated on average with a via count of ~5.4.
- Areal power density over the cells: 406 nW/um^2
* Remaining global-route overflow: 0
- CP delay by family, top: flip-flops
- The worst setup path is launched from a register.
- For this run, design rule violations remaining after detail routing come to 0.
- According to the I/O placement log, the pin count is 34.
- Global-route wire length before repair: between 7 and 8 mm
* Top cell type by total area after synthesis: sky130_fd_sc_hd__dfrtn_1
* Worst slack, placed: -0.747 ns
- TritonCTS built the clock tree.
- Worst-case clock skew: 0.00708 ns
- The clock reaches the later pin of the worst-skew pair after 0.39 ns.
* Final Cell Area: between 2000 and 2500 sq um
* GRT Overall Usage: 15.4%
* Startpoint of the worst-slack reg-to-reg timing path: address[1]
* Total length of routed wires: 4.34 mm
- Crit path setup slack, layout: -0.0266 ns
- The flow measured a signed area growth from synthesis to layout of 22.1%.
- Among all flip-flop cells after synthesis, the most frequent one is sky130_fd_sc_hd__dfrtn_1.
- Crit path max fanout: 1
- For reference, the final report shows the max-slew violation count at 0.
- Die area: 6350 sq um
- Routed vias: 1623
* Sequential standard cell area: around 500 sq um
- The leakage component of the power was reported as 0.960 nW.
* Sequential share of the synthesized area: 27.4%
- Per the synthesis report, the AND-OR/OR-AND share of the synthesized area is 24.4%.
* Endpoint required time on the critical path: 2.32 ns
* Failing checks: setup timing
- Antenna violations before repair: 0
- Measured slew at the worst slew-check pin: 0.624 ns
- After synthesis, the share of cell area in mux cells is 9.06%.
- Filler-free cell count of the finished design: around 300
* Number of input and output port buffers inserted: 33
* Maximum Capacitance Violations: 0
* Pin count of the biggest net entering global routing: 44
- On the critical path the data arrives at 2.35 ns.
* Crit. End Element: output pin
* Buffer count from post-CTS setup fixing: 0
* Vertical die size: between 70 and 80 microns
- Floorplan-stage core utilization: 31.9%
- Number of synthesized register bits: 19
* Delay of the slowest critical-path stage: between 0.3 and 0.4 ns
* Number of hold-slack violations in the final timing report: 0
* Proportion of layout cells with a drive suffix above 1: 29.4%
- First element of the critical path: LED[1]
- Cell area reported after detailed placement: 2200 sq um
* Yosys cell types: about 50
* HP Class: register to register
- Drt pass-1 iters: 4
- Setup repair after global routing missed its margin: yes
* Biggest area cells: sky130_fd_sc_hd__dfrtn_1 (21%), sky130_fd_sc_hd__ha_1 (9.7%), sky130_fd_sc_hd__edfxtp_1 (6.6%)
* Number of DRC violations after detailed-routing iteration 0: 305
- In the synthesis report, Yosys lists the chip area as 1810 sq um.
- The worst hold path begins at address[0].
- The synthesized netlist handed to floorplanning was reported with a cell count of 196.
- Avg Synthesized Cell Area: between 9 and 10 sq um
- In this run, the synthesized area fraction spent on and/or/nand/nor cells is recorded as 15.1%.
- Sum of buffers and inverters on the critical path: 1
- Site row count: 27
- The finished layout reports a core utilization of approximately two fifths.
- Traced cell by cell, the critical path runs through buf_2.
- Number of filler instances in the final layout: 581
* Xor and xnor area share after synthesis: 1.45%
- The stage logs contain a warning count of 43.
- Combined area of the multi-input logic cells: 1100 sq um
* Overall die width: 79.7 microns
- Cell total after placement: 289
- N_diodes: 0
* Number of enable-type register cells in the synthesized netlist: 4
- The warning tally printed by Yosys for this design is 1.
* Slew headroom: between 50 and 60%
* Placeable core region: 5680 sq um
- The via count of the first global-routing pass is around 1500.
- The flow ran to the end, but the final reports show violations.
- Clock-pin slew was measured on the worst setup and hold paths at 0.06 ns.
* Routability Congestion: about 0.83
* Yosys stat cell total: 196
- Hpwl dp: a little under 3 mm
* Final-report setup violation count: 12
- Nets still carrying antenna violations after routing amount to 0.
* Maximum vdd drop: about 0.44 mV
- Biggest combinational cell group after synthesis: AND-OR/OR-AND gates
* Cell at the slowest stage of the critical path: sky130_fd_sc_hd__edfxtp_1
- Yosys reported that registers with async set or reset make up 78.9%.
- Yosys reports that the leading cell type by area covers 20.7% of the netlist area.
- Wire per inst: roughly 14 microns
* Total power draw: 0.898 mW
-- sequential cells by signal, summed over array words and instances, names as in the netlist --
register	count
dac_c2	10
LED	4
address	5
-- worst reg2reg max path, cell delays in order (launching register included) --
cell and delay, ns:
sky130_fd_sc_hd__dfrtn_1 0.57, sky130_fd_sc_hd__inv_1 0.10, sky130_fd_sc_hd__ha_1 0.44, sky130_fd_sc_hd__mux2_2 0.32
sky130_fd_sc_hd__mux4_2 0.46, sky130_fd_sc_hd__a21o_1 0.19
-- routing by layer --
| metal | track usage, % | share of wire (%) | vias up | wire length (microns) |
|---|---|---|---|---|
| li1 | - | - | 778 | - |
| met5 | 0 | 0 | - | 0 |
| met3 | 3.25 | 7.4 | 3 | 319 |
| met2 | 23.1 | 46 | 65 | 1990 |
| met1 | 23.4 | 46 | 777 | 1990 |
| met4 | 2.73 | 0.97 | 0 | 42 |
-- stage by stage --
step	hold WS (ns)	TNS, ns
finish	0.478	-0.140
global route	0.544	-1.25
CTS	0.495	-0.429
detailed placement	0.494	-8.34
global placement	0.483	-8.14
floorplan	0.646	-0.139
-- cell usage in the layout (no fill, tap or decap), types with 5 or more instances in the layout --
master	instances
sky130_fd_sc_hd__a21oi_1	8
sky130_fd_sc_hd__o31ai_1	5
sky130_fd_sc_hd__nor2_1	10
sky130_fd_sc_hd__o21ai_0	10
sky130_fd_sc_hd__clkbuf_8	7
sky130_fd_sc_hd__dfrtn_1	15
sky130_fd_sc_hd__buf_2	26
sky130_fd_sc_hd__buf_4	16
sky130_fd_sc_hd__ha_1	14
sky130_fd_sc_hd__nand2_1	10
sky130_fd_sc_hd__inv_1	12
sky130_fd_sc_hd__clkdlybuf4s50_1	5
sky130_fd_sc_hd__a211oi_1	7
sky130_fd_sc_hd__o211ai_1	6
-- timing repair --
action,4_1_cts,5_1_grt
cloned,0,0
hold buffers,0,0
endpoints found under the setup margin,35,30
gates resized,81,6
hold endpoints to repair,0,0
pin swaps,1,1
-- report_power, final --
group          switching (mW)  internal [mW]
clock                   0.141          0.398
combinational          0.0294         0.0390
sequential            0.00346          0.286
-- worst paths after layout --
| path | endpoint | slack (ns) | cells after the start |
|---|---|---|---|
| min in group asynchronous | dac_c2[7] | 2.00 | 2 |
| worst max-delay path | LED[1] | -0.03 | 1 |
| max in group asynchronous | dac_c2[9] | 0.72 | 2 |
| worst min-delay path | address[0] | 0.48 | 1 |
| worst max register to register | dac_c2[3] | 0.66 | 5 |
| worst min register to register | address[0] | 0.48 | 1 |
-- synth_stat cells (2+ instances only) --
master                     instances
sky130_fd_sc_hd__a211o_1           4
sky130_fd_sc_hd__a211oi_1          7
sky130_fd_sc_hd__a21oi_1           9
sky130_fd_sc_hd__a311o_1           2
sky130_fd_sc_hd__a311oi_1          4
sky130_fd_sc_hd__and3b_1           2
sky130_fd_sc_hd__buf_1             2
sky130_fd_sc_hd__buf_2             7
sky130_fd_sc_hd__buf_4            15
sky130_fd_sc_hd__clkbuf_1          4
sky130_fd_sc_hd__dfrtn_1          15
sky130_fd_sc_hd__edfxtp_1          4
sky130_fd_sc_hd__ha_1             14
sky130_fd_sc_hd__inv_1             9
sky130_fd_sc_hd__mux2_2            3
sky130_fd_sc_hd__mux2i_1           4
sky130_fd_sc_hd__mux4_2            4
sky130_fd_sc_hd__nand2_1          10
sky130_fd_sc_hd__nand2b_1          3
sky130_fd_sc_hd__nand3_1           4
sky130_fd_sc_hd__nand3b_1          2
sky130_fd_sc_hd__nand4b_1          2
sky130_fd_sc_hd__nor2_1           10
sky130_fd_sc_hd__nor2b_1           3
sky130_fd_sc_hd__nor3_1            3
sky130_fd_sc_hd__o211ai_1          6
sky130_fd_sc_hd__o21ai_0          10
sky130_fd_sc_hd__o311ai_1          3
sky130_fd_sc_hd__o31ai_1           5
sky130_fd_sc_hd__or3_1             3
sky130_fd_sc_hd__xnor2_1           3
-- cells by family (layout without fill, tap and decap cells) --
group,count (synthesis),after routing
flops,19,19
buf+inv,40,72
xor+xnor,3,3
compound gates,60,60
mux,11,11
fa+ha+maj,14,14
simple gates,49,49
-- layout make-up --
cell class                 instances  share of cell area [%]
sequential                        19                    22.4
timing repair buffer              47                    13.8
multi-input combinational        137                    49.9
clock inverter                     5                    2.04
clock buffer                      11                    6.18
inverter                           9                    1.53
tap                               72                    4.08
Power figures rest on the tool's default switching activity, not on a simulated workload.
